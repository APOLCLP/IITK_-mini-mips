### /design/flow/config.mk
export PLATFORM = sky130hd
export DESIGN_NAME = Giga_A
export DESIGN_NICKNAME = Giga_A
export VERILOG_FILES = /design/flow/design.v
export SDC_FILE = /design/flow/constraint.sdc
export NUM_CORES = 4
export LEC_CHECK = 1
export CORE_UTILIZATION = 40
### /design/flow/constraint.sdc
current_design Giga_A

set clk_period 24.1
set clk_io_pct 0.2

create_clock -name clk0 -period $clk_period

set non_clock_inputs [all_inputs -no_clocks]
set_input_delay [expr $clk_period * $clk_io_pct] -clock clk0 $non_clock_inputs
set_output_delay [expr $clk_period * $clk_io_pct] -clock clk0 [all_outputs]
### /design/flow/design.v
`timescale 1ns / 1ps
module Giga_A(
    input [31:0] A,                
    input [31:0] B,                
    input [2:0] ALUControl,        
    input [1:0] FPControl,         
    output reg [31:0] ALUResult,   
    output reg [31:0] FPResult,    
    output reg Zero
);
    always @(*) begin
        ALUResult = 32'b0;
        FPResult = 32'b0;
        Zero = 1'b0;
        if (FPControl == 2'b01) begin
            ALUResult = B;   
        end
        else if (FPControl == 2'b10) begin
            FPResult = A;    
        end
        else begin
            case (ALUControl)
                3'b000: ALUResult = A & B;
                3'b001: ALUResult = A | B;
                3'b010: ALUResult = A + B;
                3'b110: ALUResult = A - B;
                3'b111: ALUResult = (A < B) ? 32'd1 : 32'd0;
                3'b011: ALUResult = A * B;
                default: ALUResult = 32'b0;
            endcase
            Zero = (ALUResult == 32'b0) ? 1'b1 : 1'b0;
        end
    end
endmodule
### /design/flow/run.sh
#!/bin/bash
# OpenROAD 26Q1-2900-gdf79404cd8, Yosys 0.63+post, stock flow scripts
make -C /OpenROAD-flow-scripts/flow DESIGN_CONFIG=/design/flow/config.mk WORK_HOME=/design/flow/orfs finish
==> flow_summary.yaml <==
# synthesis and place-and-route metrics
worst_setup_path:
  start_kind: "input port"
  max_stage_delay_ns: 0.81
  crit_type: "input port to output pin"
  required_ns: 19.28
  cp_max_fo: 19
  crit_family: "adder cells"
  arrival_ns: 14.20
  cp-end-kind: "output pin"
  cpMostUsedCell: "fa_1"
  slowest_stage: "clkdlybuf4s50_1"
  cp.buffers_inverters: 6
global_route:
  met1_usage_pct: 48.10
  first_global_vias: 20800
  grt_first_pass_wirelength_um: 134900
  antenna_found_initial: 4
  grt_start_max_net_pins: 55
  grt.met2_usage_pct: 53.75
  grt_util_all_layers_pct: 36.38
  grtUsageMet3_pct: 13.21
  busiest_layer: "met2"
  overflow: 0
routing:
  ant_nets: 0
  routed_via_density: 5.820
  wirelength_um: 90690
  drt_first_iter_violations: 1597
  first_pass_iters: 6
  via_count: 20080
  wl_per_cell_um: 26.29
  drc: 0
yosys:
  ys_seq_share_pct: 0
  netlist_area_um2: 21180
  ys_cells: 2703
  ys_warn_count: 1
  synth_cell_types: 86
  ys_area_um2: 21180
  postSynthCellCount: 2703
  avgSynthCellArea_um2: 7.837
timing:
  tightest_slew_ns: 0.8647
  finalCriticalPeriod_ns: 19.02
  post-route-period-util_pct: 78.91
  hold_slack_ns: 10.73
  fmax_ghz: 0.05258
  slew_headroom_pct: 40.86
  drv_slew: 0
  rsz0062_at_grt: "no"
  finalSetupViolations: 0
  timing.final.ws_setup_ns: 5.083
  tns_ns: 0
  hold_viol_final: 0
cells_and_area:
  stdcell_count: 3450
  ff_count: 0
  regArea_um2: 0
  drive_gt1_share_pct: 4.009
  layout_top_cell: "inv_1"
  synthToLayoutAreaGrowth_pct: 10.30
  nClkBuffers: 0
  layout_top_cells: "479 x inv_1, 410 x fa_1, 390 x nor2_1"
placement:
  port_buffers: 134
  place_inst: 3449
  gp_congestion: 1.050
  place_ws_ns: 5.317
  dp_hpwl_um: 71690
hold_path:
  hold_path.class: "input port to output pin"
clock_tree:
  cts_resized: 0
  ctsHoldBuffers: 0
  post-cts-setup-buffers: 0
die:
  rows: 83
  dieArea_um2: 53880
  initial_core_util_pct: 40.88
  ios: 134
  coreArea_um2: 51820
  die_w_um: 232.1
  dieHeight_um: 232.1
outcome:
  status: "finished clean"
run:
  max_cap_viol_count: 0
  warnings: 96
cell usage after synthesis, types with 10 or more instances:
cell	instances	area (um2)
inv_1	479	1798
fa_1	410	8208
nor2_1	390	1464
nand2_1	303	1137
ha_1	219	2740
clkbuf_1	111	416.7
a21oi_1	81	405.4
nor3_1	72	360.4
o21ai_0	72	360.4
xnor2_1	71	621.9
mux2i_1	42	420.4
a211oi_1	25	187.7
xor2_1	23	201.4
a31oi_1	22	137.6
buf_1	22	82.58
o211ai_1	21	157.7
nand2b_1	20	125.1
a21o_1	19	142.6
nand3_1	18	90.09
nor2b_1	18	112.6
o21a_1	18	135.1
o22ai_1	15	93.84
o21ai_1	13	65.06
nor4_1	12	75.07
or3_1	11	68.82
nand4_1	10	62.56
through the flow:
| step | cell area (um2) | utilization (%) |
|---|---|---|
| 6_report | 23360 | 45.09 |
| 4_1_cts | 23360 | 45.08 |
| 5_1_grt | 23360 | 45.09 |
| 3_3_place_gp | 23360 | 45.08 |
| 3_5_place_dp | 23360 | 45.08 |
| 2_1_floorplan | 21180 | - |
worst paths after layout:
| check | from | endpoint | slack [ns] | cells after the start |
|---|---|---|---|---|
| setup / recovery | B[2] | Zero | 5.08 | 28 |
| hold / removal | FPControl[0] | ALUResult[31] | 10.73 | 5 |
worst min-delay path, cell delays in order:
cell             delay [ns]
buf_2                  0.09
buf_4                  0.31
a21oi_1                0.20
a21oi_1                0.06
clkdlybuf4s50_1        0.41
logic make-up (layout without fill, tap and decap cells):
logic type | Yosys count | after routing | synth area share (%)
AND/OR/NAND/NOR | 901 | 901 | 18.20
buffers and inverters | 638 | 704 | 11.42
adder cells (fa/ha/maj) | 629 | 629 | 51.68
AND-OR/OR-AND | 398 | 398 | 12.77
XOR/XNOR | 94 | 94 | 3.887
multiplexers | 43 | 43 | 2.038
other | 0 | 1 | 0
metal layers:
metal / vias to the layer above / share of wire (%) / routed length, um
met1: 9849 / 38 / 34270
met4: 0 / 6.7 / 6060
met2: 1239 / 44 / 39970
met5: - / 0 / 0
met3: 319 / 11 / 10380
li1: 8672 / - / -
final cells by class:
cell class                 count  area [um2]
fill                        5155       28460
multi-input combinational   2065       18760
timing repair buffer         209        1889
inverter                     495        1858
tap                          680       850.8
antenna                        1       2.502
