$ cat flow/config.mk
export PLATFORM = sky130hd
export DESIGN_NAME = Giga_R
export DESIGN_NICKNAME = Giga_R
export VERILOG_FILES = /design/flow/design.v
export SDC_FILE = /design/flow/constraint.sdc
export NUM_CORES = 4
export LEC_CHECK = 1
export CORE_UTILIZATION = 30
$ cat flow/design.v
module Giga_R (
    input clk,
    input reset,
    input RegWrite,
    input FloatRegWrite,   
    input [4:0] read_addr1,
    input [4:0] read_addr2,
    input [4:0] write_addr,
    input [31:0] write_data,
    input [31:0] write_data_float,  
    output reg [31:0] read_data1,
    output reg [31:0] read_data2,
    output reg [31:0] read_data_float1,  
    output reg [31:0] read_data_float2   
);
    reg [31:0] registers [0:31];       
    reg [31:0] float_registers [0:31];  
    integer i;
    always @(posedge clk) begin
        if (reset) begin
            registers[0] <= 32'b0;   
            for ( i = 1; i < 32; i = i + 1) begin
                registers[i] <= 32'b0;
            end
            for ( i = 0; i < 32; i = i + 1) begin
                float_registers[i] <= 32'b0;
            end
        end
        else if (RegWrite) begin
            registers[write_addr] <= write_data;  
        end
        if (FloatRegWrite) begin
            float_registers[write_addr] <= write_data_float;  
        end
    end
    always @(*) begin
        read_data1 = registers[read_addr1];
        read_data2 = registers[read_addr2];
        read_data_float1 = float_registers[read_addr1];
        read_data_float2 = float_registers[read_addr2];
    end
endmodule
$ cat flow/constraint.sdc
current_design Giga_R

set clk_period 19.4
set clk_io_pct 0.2

create_clock -name clk0 -period $clk_period [get_ports {clk}]

set non_clock_inputs [all_inputs -no_clocks]
set_input_delay [expr $clk_period * $clk_io_pct] -clock clk0 $non_clock_inputs
set_output_delay [expr $clk_period * $clk_io_pct] -clock clk0 [all_outputs]
$ cat flow/run.sh
#!/bin/bash
# OpenROAD 26Q1-2900-gdf79404cd8, Yosys 0.63+post, stock flow scripts
make -C /OpenROAD-flow-scripts/flow DESIGN_CONFIG=/design/flow/config.mk WORK_HOME=/design/flow/orfs finish
==> flow_metrics.py <==
# Metrics from the implementation run
metrics = {
    "worst_setup_path": {
        "cp.required_ps": 15520,
        "cp_max_fo": 54,
        "crit_type": "primary input to output pin",
        "worstPathArrival_ps": 8820,
        "endpoint_kind": "output pin",
        "critPathLaunchType": "primary input",
    },
    "cts": {
        "clk_pin_slew_ps": 60,
        "numCtsBuffers": 209,
        "clockBufferDepth": 4,
        "cts.sinks": 2048,
        "cts_hold_buf": 0,
        "htree_num_levels": 4,
        "cts_setup_buffers": 0,
        "cts_resized": 0,
        "cts-root-buf": "clkbuf_16",
        "tritoncts": "done",
    },
    "finish": {
        "final_cells": 11600,
        "areaGrowthSynthToFinish_pct": 13.5,
        "final_cell_mix": "and2_1, edfxtp_1, mux4_2",
        "fin_util_pct": 34.3,
        "lay_top_count": "and2_1",
        "fillers": 33100,
        "drive_gt1_share_pct": 30.6,
    },
    "final_timing": {
        "max_freq_ghz": 0.0787,
        "finalSetupViolations": 0,
        "finalHoldViolations": 0,
        "tightest_slew_ps": 1210,
        "slew_headroom_pct": 19.3,
        "final_max_slew_viol_count": 0,
        "layout_min_cycle_time_ps": 12700,
        "finalCritPeriodShare_pct": 65.5,
        "fin_tns_setup_ps": 0,
        "grt_setup_unrepaired": "no",
    },
    "detailed_routing": {
        "drc": 0,
        "vias": 64800,
        "postRouteAntennaNets": 0,
        "wl_per_cell_um": 36.2,
        "drt_iter0_markers": 4600,
        "drt-pass1-iter-count": 5,
        "viasPerCell": 5.59,
        "routed_wl_um": 420000,
    },
    "power": {
        "power.density_nw_per_um2": 86.8,
        "p_leak_uw": 0.0408,
        "ir_drop_mv": 0.0688,
    },
    "global_route": {
        "antenna_found_initial": 56,
        "grt_first_pass_wirelength_um": 575000,
        "grt-ovfl-total": 0,
        "grt_start_max_net_pins": 84,
        "grt_pass1_vias": 70700,
        "grt_usage_pct": 24.7,
    },
    "die": {
        "die-width_um": 604,
        "dieArea_um2": 365000,
        "num_io_pins": 211,
        "rows": 220,
        "die_y_um": 604,
        "fp_util_pct": 30.2,
        "core_um2": 360000,
    },
    "place": {
        "portBuffers": 210,
        "gp_congestion": 0.930,
        "post-place-cells": 11200,
        "place_hpwl_um": 241000,
    },
    "run_status": {
        "status": "finished, final reports clean",
    },
    "worst_hold_path": {
        "min_to": "registers[16][10]",
        "worstHoldStart": "write_data[10]",
        "min_path_cells": 3,
        "worst_hold_path_type": "primary input to register",
    },
    "yosys": {
        "ys.flops": 2048,
        "netlist_area_um2": 109000,
        "synth_warnings": 1,
        "ys_area_um2": 109000,
        "synth.avg_cell_area_um2": 16.5,
        "ys_types": 38,
        "ys_cells": 6598,
        "synth_cells": 6598,
        "ys_seq_share_pct": 56.6,
    },
    "job": {
        "maxCapViolations": 0,
        "warnings": 27,
    },
}
-- cells by family (layout without fill, tap and decap cells) --
| family | after synthesis | count (layout) | synth area share (%) |
|---|---|---|---|
| AND/OR/NAND/NOR | 2243 | 2243 | 12.7 |
| flip-flops | 2048 | 2048 | 56.6 |
| multiplexers | 1461 | 1461 | 27.0 |
| buffers and inverters | 714 | 879 | 2.77 |
| AND-OR/OR-AND | 132 | 132 | 0.936 |
| other | 0 | 61 | 0 |
-- state kept, by name, indices dropped and copies added (netlist names) --
register         count
float_registers   1024
registers         1024
-- synthesized netlist by cell type, drive strengths merged --
cell     instances  area share [%]
o22ai           51            0.29
a21o             7           0.048
a21oi            1          0.0046
nor2            73            0.25
mux4          1160              24
a221o           25            0.23
o221ai           6           0.048
clkbuf         521             1.8
or3              1          0.0058
nand2           17           0.059
nor3b            1          0.0069
nor2b           12           0.069
mux2i          143             1.3
a211oi           6           0.041
mux2           158             1.6
a2bb2o           1          0.0092
a2111oi          1          0.0081
edfxtp        2048              57
a221oi          18            0.15
a2bb2oi          1          0.0081
and2          2049              12
nand3b           7           0.048
buf            193            0.97
a31oi            1          0.0058
nand3            3           0.014
or2             68            0.39
nand2b           8           0.046
o211ai           2           0.014
nor3             1          0.0046
nand4            1          0.0058
o22a             6           0.048
a211o            1          0.0081
o21ai            5           0.023
or3b             2           0.016
-- worst max-delay path by stage --
stage | start | to | slack [ps] | cells after the start
after CTS | read_addr2[1] | read_data2[31] | 6760 | 10
after global routing | read_addr2[1] | read_data2[29] | 6550 | 10
final | read_addr2[1] | read_data2[25] | 6700 | 10
-- stage by stage --
stage	cell area (um2)	hold slack [ps]	power (uW)	setup WS (ps)
global route	123000	3950	11000	6550
CTS	123000	3890	10700	6760
detailed placement	117000	4840	6720	6760
finish	123000	3910	10700	6700
global placement	117000	4840	6710	6740
floorplan	109000	4080	6080	9860
-- report_power, final --
group | switching, uW | leakage, uW | internal (uW) | total, uW
clock network | 1790 | 0.00324 | 2270 | 4060
registers | 125 | 0.0195 | 5120 | 5240
logic | 764 | 0.0181 | 639 | 1400
total | 2680 | 0.0408 | 8020 | 10700
-- metal layers --
metal,part of all wire [%],GRT usage [%]
met1,29,23.5
met2,45,34.9
met3,20,22.4
met4,6.3,12.6
met5,0.45,4.55
-- final cells by class --
class / count / area [um2] / share of cell area, %
Timing Repair Buffer: 509 / 4460 / 3.61
Clock buffer: 246 / 5450 / 4.42
Clock inverter: 124 / 1150 / 0.930
Sequential cell: 2048 / 61500 / 49.8
Tap cell: 4773 / 5970 / 4.84
Multi-Input combinational cell: 3836 / 44700 / 36.2
Antenna cell: 61 / 153 / 0.124
-- worst max-delay path, stage by stage --
cell	delay, ps
buf_8	400
buf_4	690
buf_4	580
buf_4	570
buf_4	590
mux4_2	590
mux2i_1	230
o22a_1	170
o221ai_1	340
clkdlybuf4s50_1	550
Power is estimated from default activity; no workload was simulated.
