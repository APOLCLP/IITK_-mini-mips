File: flow/config.mk
export PLATFORM = sky130hd
export DESIGN_NAME = Giga_JB
export DESIGN_NICKNAME = Giga_JB
export VERILOG_FILES = /design/flow/design.v
export SDC_FILE = /design/flow/constraint.sdc
export NUM_CORES = 4
export LEC_CHECK = 1
export CORE_UTILIZATION = 30
File: flow/design.v
module Giga_JB (
    input [31:0] PC,               
    input [31:0] Instruction,      
    input Branch,                  
    input Jump,                    
    input Zero,                    
    output reg [31:0] next_PC      
);
    always @(*) begin
        next_PC = PC + 4;
        if (Jump) begin
            next_PC = {PC[31:28], Instruction[25:0], 2'b00};
        end else if (Branch && Zero) begin
            next_PC = PC + {{14{Instruction[15]}}, Instruction[15:0], 2'b00};
        end
    end
endmodule
File: flow/constraint.sdc
current_design Giga_JB

set clk_period 11.6
set clk_io_pct 0.2

create_clock -name clk0 -period $clk_period

set non_clock_inputs [all_inputs -no_clocks]
set_input_delay [expr $clk_period * $clk_io_pct] -clock clk0 $non_clock_inputs
set_output_delay [expr $clk_period * $clk_io_pct] -clock clk0 [all_outputs]
File: flow/run.sh
#!/bin/bash
# OpenROAD 26Q1-2900-gdf79404cd8, Yosys 0.63+post, stock flow scripts
make -C /OpenROAD-flow-scripts/flow DESIGN_CONFIG=/design/flow/config.mk WORK_HOME=/design/flow/orfs finish
==> results.sh <==
# yosys + openroad results
export IMPL_grt_pass1_vias=2148
export IMPL_global_route_peak_usage_layer="met2"
export IMPL_wire_per_inst_microns=13.9
export IMPL_synth_largest_type_area_fraction_pct=9.20
export IMPL_leakagePower_nw=1.15
export IMPL_synth_yosys_warnings=1
export IMPL_worst_ep_required_time_ns=9.28
export IMPL_grtUsageMet3_pct=0.996
export IMPL_postLayoutCellArea_sq_um=2940
export IMPL_via_count=2447
export IMPL_drt_vias_per_instance=5.40
export IMPL_final_layout_size_suffix_gt1_share_pct=8.24
export IMPL_ys_cells=302
export IMPL_drc=0
export IMPL_power_share_switching_pct=41.7
export IMPL_cell_depth_of_the_worst_hold_path=3
export IMPL_layoutNonFillerInstCount=453
export IMPL_syn_to_final_growth_pct=44.2
export IMPL_grt_start_max_net_pins=56
export IMPL_grt_met1_usage_pct=26.1
export IMPL_detailed_place_hpwl_microns=4910
export IMPL_status="finished, final reports clean"
export IMPL_gr_usage_all_layers_pct=17.0
export IMPL_filler_cell_count=659
export IMPL_dr_pass1_iters=22
export IMPL_layout_core_utilization_pct=45.6
export IMPL_postSynthCellCount=302
export IMPL_power_clock_fraction_pct=0
export IMPL_fin_setup_tns_ns=0
export IMPL_placed_cells_incl_taps=453
export IMPL_maxSlewViolCount=0
export IMPL_worst_voltage_drop_across_the_vdd_grid_mv=0.0130
export IMPL_cts_setup_buffers=0
export IMPL_hold_ws_ns=5.53
export IMPL_finalWeightedCongestion=0.905
export IMPL_top_area_cell="sky130_fd_sc_hd__ha_1"
export IMPL_globalRouteOverflowTotal=0
export IMPL_yosys_cell_types_count=63
export IMPL_critPathKind="primary input to primary output"
export IMPL_core_area_sq_um=6460
export IMPL_yosysSeqAreaShare_pct=0
export IMPL_warning_count=38
export IMPL_critical_path_startpoint_type="primary input"
export IMPL_dpl_instance_area_sq_um=2940
export IMPL_n_antenna_cell=0
export IMPL_synth_avg_cell_area_sq_um=6.76
export IMPL_rsz0062_at_grt="false"
export IMPL_hold_buffers=0
export IMPL_antenna_found_initial=0
export IMPL_seq_area_sq_um=0
export IMPL_fin_crit_sh_pct=74.4
export IMPL_use_met2_pct=27.4
export IMPL_p_total_mw=0.107
export IMPL_chipArea_sq_um=7140
export IMPL_clkbuf_count=0
export IMPL_internal_power_mw=0.0623
export IMPL_numSequentialCells=0
export IMPL_hold_wc_path_type="primary input to primary output"
export IMPL_floorplan_die_height_microns=84.5
export IMPL_power_share_sequential_pct=0
export IMPL_die_width_microns=84.5
export IMPL_path_max_fanout=17
export IMPL_cts_resized_gates=0
export IMPL_worstPathArrival_ns=6.31
export IMPL_routed_wl_microns=6280
export IMPL_achievable_frequency_mhz=116
export IMPL_hold_viol_final=0
export IMPL_switching_power_mw=0.0446
export IMPL_synth_area_top_cells="sky130_fd_sc_hd__ha_1 9.2%, sky130_fd_sc_hd__xnor2_1 8.6%, sky130_fd_sc_hd__o21ai_0 7.8%"
export IMPL_pre_cts_ws_ns=2.98
export IMPL_final_period_minus_worst_setup_slack_ns=8.63
export IMPL_logic_area_sq_um=1880
export IMPL_rows=29
export IMPL_p_per_area_nw_per_um2=36.3
export IMPL_power_share_combinational_pct=100.0
export IMPL_end_kind="primary output"
export IMPL_ioPinCount=99
export IMPL_synth_area_yosys_sq_um=2040
export IMPL_max_slew_margin_rel_pct=59.0
export IMPL_post_drt_antenna_nets=0
export IMPL_grt_pass1_wl_microns=10100
export IMPL_synth_area_sq_um=2040
export IMPL_fp_density_pct=31.6
export IMPL_drv_max_cap_violation_count=0
export IMPL_drt_iter0_markers=78
export IMPL_finalSetupViolCount=0
export IMPL_timing_worst_slew_pin_value_ns=0.613
export IMPL_numPortBuffers=93
export IMPL_layout_setup_ws_ns=2.97
==> path summary, 6_finish.rpt <==
path | start | slack (ns) | end
worst max-delay path | Zero | 2.97 | next_PC[30]
worst min-delay path | PC[0] | 5.53 | next_PC[0]
==> critical path: stages <==
cell and delay, ns:
sky130_fd_sc_hd__clkdlybuf4s50_1 0.86, sky130_fd_sc_hd__nand3b_1 0.15, sky130_fd_sc_hd__ha_1 0.26, sky130_fd_sc_hd__fa_1 0.42, sky130_fd_sc_hd__a21oi_1 0.24, sky130_fd_sc_hd__o31ai_2 0.12, sky130_fd_sc_hd__a211oi_2 0.31, sky130_fd_sc_hd__nor2_2 0.11
sky130_fd_sc_hd__a41oi_2 0.33, sky130_fd_sc_hd__o22ai_1 0.21, sky130_fd_sc_hd__o41ai_2 0.33, sky130_fd_sc_hd__xor2_1 0.17, sky130_fd_sc_hd__clkdlybuf4s50_1 0.48
==> power by group through the flow <==
stage | sequential (mW) | clock, mW | combinational [mW]
after CTS | 0 | 0 | 0.108
after global routing | 0 | 0 | 0.118
final | 0 | 0 | 0.107
==> cells in the final DEF, fill, tap and decap left out, types with 2 or more instances in the layout <==
| cell | instances |
|---|---|
| sky130_fd_sc_hd__buf_4 | 2 |
| sky130_fd_sc_hd__ha_1 | 15 |
| sky130_fd_sc_hd__a211oi_1 | 3 |
| sky130_fd_sc_hd__o21ai_0 | 32 |
| sky130_fd_sc_hd__a21o_2 | 2 |
| sky130_fd_sc_hd__nor2_2 | 2 |
| sky130_fd_sc_hd__nor2b_1 | 5 |
| sky130_fd_sc_hd__nor4_1 | 4 |
| sky130_fd_sc_hd__nand4_1 | 2 |
| sky130_fd_sc_hd__nand3_1 | 9 |
| sky130_fd_sc_hd__and3_1 | 19 |
| sky130_fd_sc_hd__mux2_2 | 6 |
| sky130_fd_sc_hd__a21o_1 | 3 |
| sky130_fd_sc_hd__nor3_1 | 9 |
| sky130_fd_sc_hd__xnor2_1 | 20 |
| sky130_fd_sc_hd__or3_1 | 4 |
| sky130_fd_sc_hd__inv_1 | 6 |
| sky130_fd_sc_hd__mux2i_1 | 5 |
| sky130_fd_sc_hd__o22ai_1 | 3 |
| sky130_fd_sc_hd__nor2_1 | 21 |
| sky130_fd_sc_hd__or2_2 | 3 |
| sky130_fd_sc_hd__clkdlybuf4s50_1 | 92 |
| sky130_fd_sc_hd__o21bai_1 | 3 |
| sky130_fd_sc_hd__o21a_1 | 3 |
| sky130_fd_sc_hd__nor3b_1 | 3 |
| sky130_fd_sc_hd__a21oi_1 | 19 |
| sky130_fd_sc_hd__or3_2 | 3 |
| sky130_fd_sc_hd__o31ai_1 | 5 |
| sky130_fd_sc_hd__a31oi_1 | 3 |
| sky130_fd_sc_hd__nand2_1 | 30 |
| sky130_fd_sc_hd__nand2b_1 | 3 |
| sky130_fd_sc_hd__xor2_1 | 8 |
==> cells in the mapped netlist, types with 4 or more instances <==
library cell and number:
sky130_fd_sc_hd__o21ai_0 32, sky130_fd_sc_hd__nor4_1 4, sky130_fd_sc_hd__nand2_1 30, sky130_fd_sc_hd__mux2i_1 5, sky130_fd_sc_hd__ha_1 15, sky130_fd_sc_hd__nor2b_1 5
sky130_fd_sc_hd__or3_1 4, sky130_fd_sc_hd__a21oi_1 19, sky130_fd_sc_hd__xor2_1 8, sky130_fd_sc_hd__mux2_2 6, sky130_fd_sc_hd__inv_1 6, sky130_fd_sc_hd__clkbuf_8 4
sky130_fd_sc_hd__clkbuf_1 13, sky130_fd_sc_hd__nand3_1 9, sky130_fd_sc_hd__o31ai_1 5, sky130_fd_sc_hd__xnor2_1 20, sky130_fd_sc_hd__nor2_1 21, sky130_fd_sc_hd__and3_1 19
sky130_fd_sc_hd__nor3_1 9
==> cell families after synthesis <==
group                      Yosys count  synth area share (%)
xor gates and xnor gates            28                  12.0
buffers and inverters               27                  7.72
adders and majority gates           16                  10.2
and+or+nand+nor                    125                  32.1
AOI/OAI and AO/OA                   95                  32.2
muxes                               11                  5.76
==> cell type report <==
class	instances	share of cell area [%]
multi-input cells	275	64.0
well taps	77	3.27
repair buffers	95	32.0
inverters	6	0.765
==> layer usage <==
layer	part of all wire, %	vias up
li1	-	1263
met1	48	1083
met2	44	79
met3	7.7	22
met4	0.99	0
met5	0	-
No activity file was given, so power comes from the tool's default toggle rates.
